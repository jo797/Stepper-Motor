File: design/flow/run.sh
#!/bin/bash
# OpenROAD 26Q1-2900-gdf79404cd8, Yosys 0.63+post, stock flow scripts
make -C /OpenROAD-flow-scripts/flow DESIGN_CONFIG=/design/flow/config.mk WORK_HOME=/design/flow/orfs finish
File: design/flow/config.mk
export PLATFORM = sky130hd
export DESIGN_NAME = op2_mux
export DESIGN_NICKNAME = op2_mux
export VERILOG_FILES = /design/flow/design.v
export SDC_FILE = /design/flow/constraint.sdc
export NUM_CORES = 4
export LEC_CHECK = 1
export CORE_AREA = 10 10 70 70
export DIE_AREA = 0 0 80 80
File: design/flow/constraint.sdc
current_design op2_mux

set clk_period 1.0
set clk_io_pct 0.2

create_clock -name clk0 -period $clk_period

set non_clock_inputs [all_inputs -no_clocks]
set_input_delay [expr $clk_period * $clk_io_pct] -clock clk0 $non_clock_inputs
set_output_delay [expr $clk_period * $clk_io_pct] -clock clk0 [all_outputs]
File: design/flow/design.v
module op2_mux (input [1:0] select, input [7:0] register, immediate,
				output reg [7:0] result);
always @(*)
begin
	case(select)
		2'b00:result <= register;
		2'b01:result <= immediate;
		2'b10:result <= 8'b00000001;
		2'b11:result <= 8'b00000010;
	endcase
end
endmodule
==> impl_metrics.toml <==
# synthesis and place-and-route metrics
[sta]
finalSetupViolCount = 1
max_slew.worst_pin.slew_ps = 123
finalMaxSlewViolations = 0
max_slew_margin_pct = 91.6
fin_ws_ps = -14.7
timing.final.hold_violations = 0
min_period_over_period_pct = 101
fmaxAchievable_mhz = 986
time_the_final_worst_path_needs_with_i_o_delays_and_setup_ps = 1010
grt_setup_unrepaired = "yes"

[power_and_ir_drop]
totalPowerFinal_w = 0.000137
p_leak_nw = 0.230
vdd_drop_max_uv = 30.3
power-per-cell-area_nw_per_um2 = 309

[routing]
detail_route.antenna_diodes = 0
avgRoutedWirePerCell_um = 8.66
detailroute.via_count = 243
post_drt_via_cell_ratio = 2.53
drtAntennaViolNets = 0
remaining_drc_errors = 0
drtIter0Drc = 6
finalWirelength_um = 831
drt-pass1-iter-count = 2

[place]
worst_slack_at_placement_ps = -732
portBuffers = 26
detailed_place_hpwl_um = 761
place_congestion = 0.729

[final_layout]
multi_input_comb_area_um2 = 126
regArea_um2 = 0
number_of_clock_buffer_instances_in_the_layout = 0
flop-count = 0
syn2layout_area_growth_pct = 206
layout_top_cell = "dlygate4sd2_1"
nFillCells = 403
post_route_cells_drive_above_1_share_pct = 36.0
mostFrequentLayoutCells = "dlygate4sd2_1, buf_2, nor2_1"

[logic_synthesis]
synth_area_um2 = 145
netlist_instances = 20
yosys_warnings = 1
synth_area_per_inst_um2 = 7.26
synth-seq-area-share_pct = 0
ys_types = 7
ys_cells = 20
yosys.stat.chipArea_um2 = 145

[global_routing]
grt_most_used_layer = "met2"
grt_max_degree = 8
global_route.overflow_total = 0
globalRouteMet1Util_pct = 3.10
wire_length_of_the_first_global_routing_pass_um = 1280
number_of_antenna_violations_at_the_first_check_in_global_routing = 0
use_met2_pct = 4.09
gr-usage-met3_pct = 0.795
global_route.usage.total_pct = 2.42
grt_pass1_vias = 241

[die]
die_footprint_um2 = 6400
rows = 21
floorplan.core_area_um2 = 3420
die_height_um = 80
io_pins = 26
floorplan.die.width_um = 80
initial_utilization_pct = 4.25

[critical_path]
worst_setup_path_end_kind = "output port"
worstSetupStartpointType = "input port"
crit_slowest_cell = "mux2i_1"
path_max_fanout = 6
worstPathRequired_ps = 800
worstPathArrival_ps = 810
timing.setup.critical_path_class = "input port to output port"
worst_path_largest_cell_delay_ps = 130
crit_path_cell_trace = "buf_8 -> buf_8 -> buf_6 -> mux2i_1 -> nor2_1 -> buf_2"
cpMostUsedCell = "buf_8"

[outcome]
failing_checks = "setup timing"
run_status = "finished with violations"

[clocking]
cts_hold_repair.buffers = 0

[min_path]
holdCritPathClass = "input port to output port"

[job]
max_cap_viol_count = 0
openroad.warnings = 34
[cells in the mapped netlist]
cell      n  share of area, %
nand3b_1  1               5.2
buf_6     2                16
o21ai_0   2               6.9
nor2_1    7                18
nand2b_4  1               9.5
o21ai_1   1               3.4
mux2i_1   6                41
[power breakdown]
| group | switching [W] | leakage (nW) | internal [W] |
|---|---|---|---|
| Clock | 0 | 0 | 0 |
| Sequential | 0 | 0 | 0 |
| Combinational | 0.0000427 | 0.230 | 0.0000945 |
[final timing paths]
check	start	endpoint	slack, ps	cells after the start
max	select[0]	result[3]	-10	6
min	select[1]	result[6]	710	3
[repair_timing]
item	CTS	global route
endpoints found under the setup margin	8	2
resized	54	3
pin swaps	8	3
setup buffers	1	1
gates cloned	0	0
[through the flow]
stage	util [%]	hold WS, ps	TNS [ps]	instance area (um^2)	instances
after floorplan	-	468	0	145	20
after global placement	13.8	1340	-5580	470	94
after detailed placement	13.8	1350	-5770	470	94
after CTS	12.5	723	-47.3	425	95
after global routing	13.0	759	-99.6	444	96
final	13.0	706	-14.7	444	96
[cells by family (layout without fill, tap and decap cells)]
| logic type | after synthesis | after routing | synth area share [%] |
|---|---|---|---|
| AND-OR/OR-AND | 3 | 3 | 10.3 |
| multiplexers | 6 | 6 | 41.4 |
| buffers and inverters | 2 | 32 | 15.5 |
| AND/OR/NAND/NOR | 9 | 9 | 32.8 |
[routing by layer]
layer	part of all wire (%)	vias to the layer above
met5	0	-
met4	0	0
met3	10	0
met2	48	11
met1	42	102
li1	-	130
[cell type report]
class / count / share of cell area [%]
well taps: 46 / 13.0
repair buffers: 32 / 58.6
multi-input cells: 18 / 28.5
[worst max-delay path: cells and delay by family]
kind	cells	cell delay [ps]
muxes	1	130
and+or+nand+nor	1	50
buffers and inverters	4	440
Power is estimated from default activity; no workload was simulated.
