==> design.v <==
module delay_counter (input clk, reset_n, start, enable, input [7:0] delay, output done);
parameter BASIC_PERIOD=19'd500000;
reg [7:0] downcounter;
reg [19:0] timer;
always @( posedge clk) begin
	if (!reset_n) begin
		timer<=20'd0; 
		downcounter<=8'h00;
	end
	else if (start==1'b1) begin
		timer<=20'd0;
		downcounter<=delay;
	end
	else if (enable==1'b1) begin
		if (timer<BASIC_PERIOD)
			timer<=timer+20'd1; 
		else begin
			if(downcounter!=8'h00) begin
				downcounter<=downcounter-8'b1;
				timer<=20'd0; 
			end
		end
	end
end
assign done = (downcounter==8'b00000000)?1'b1:1'b0;
endmodule
==> run.sh <==
#!/bin/bash
# OpenROAD 26Q1-2900-gdf79404cd8, Yosys 0.63+post, stock flow scripts
make -C /OpenROAD-flow-scripts/flow DESIGN_CONFIG=/design/flow/config.mk WORK_HOME=/design/flow/orfs finish
==> config.mk <==
export PLATFORM = sky130hd
export DESIGN_NAME = delay_counter
export DESIGN_NICKNAME = delay_counter
export VERILOG_FILES = /design/flow/design.v
export SDC_FILE = /design/flow/constraint.sdc
export NUM_CORES = 4
export LEC_CHECK = 1
export CORE_AREA = 10 10 95 95
export DIE_AREA = 0 0 105 105
==> constraint.sdc <==
current_design delay_counter

set clk_period 3.8
set clk_io_pct 0.2

create_clock -name clk0 -period $clk_period [get_ports {clk}]

set non_clock_inputs [all_inputs -no_clocks]
set_input_delay [expr $clk_period * $clk_io_pct] -clock clk0 $non_clock_inputs
set_output_delay [expr $clk_period * $clk_io_pct] -clock clk0 [all_outputs]
==> COMMIT_EDITMSG <==
Record implementation results from latest flow run

- The flow ran to the end, and the final reports show no timing, DRC or antenna violations.
- Core Area: just under 7000 um2
- Input/output buffers: 12
* Class of the tightest hold or removal check: reg2reg
- The cell-mix breakdown from Yosys lists the compound-gate area share as 0.2609.
* Comb. cell area: around 900 um2
* VDD IR max: 0.08377 mV
- The tool warning count for the run is 26.
- Per the CTS log, the buffer count on the longest clock path is 2.
- Number of buffers added by the clock tree synthesis step: 3
- Area fraction in mux cells: 0.006584
- Per the detail_route report, DRC violations left total 0.
- HPWL after DPL: approximately 2.4 mm
- The mapped netlist covers between 1500 and 2000 um2.
* # Max-Cap Violations: 0
- In the final report, the number of pins over their slew limit comes to 0.
- Post-synth ARST share: 0
* Most used DFF post-synth: dfxtp_1
- Post-Route WL: approximately 3.4 mm
- Per the finish-stage timing summary, setup violations number 0.
* Number of hold-slack violations in the final timing report: 0
- Type of destination of the critical path: primary output
- Counting distinct cell types in the post-synthesis netlist gives 41.
- Synthesis produced 185 cells.
* Layout-stage area growth over the synthesis result: 18.02%
* Mean cell area of the mapped netlist: about 8.2 um2
* Most instantiated logic cell after routing: dfxtp_1
- The final layout reports a setup TNS of 0 ns.
* Proportion of synthesized chip area in sequential cells: 0.3687
* Area share of xor/xnor cells in the synthesized design: 0.01152
- Post-DR wirelength/cell: 11.64 um
- The layout summary lists the proportion of cells stronger than drive strength 1 as 0.07179.
- The synthesis run identifies the leading combinational cell family as simple AND/OR/NAND/NOR gates.
* Dominant logic cell types in the final layout: 28 x dfxtp_1, 19 x a21oi_1, 18 x o21ai_0
- Among cell families on the critical path, the largest total delay comes from simple AND/OR/NAND/NOR gates.
- Leakage power: between 0.5 and 0.6 nW
- The repair_antennas step left the layout with diodes totalling 0.
- According to the report, the first pass of detailed routing completed in 4 iterations.
- Post-synth area from yosys stat: around 1500 um2
- According to the floorplan log, the row count is 30.
- Once detail routing completed, the nets flagged for antenna violations numbered 0.
* Worst path required time: between 3 and 4 ns
- Worst Setup Path Type: reg2out
- GP Congestion: between 0.7 and 0.8
- Setup repair after global routing left no endpoint under its margin.
* Power density cells: roughly 300 nW/um2
- The synthesis report lists the Yosys warning total as 1.
* Pin count of the biggest net entering global routing: 17
- The floorplan step records an initial core utilization of 0.2201.
* Number of ports placed on the die boundary: 13
* Setup Skew: approximately 0.0023 ns
* Clock Tree Root: clkbuf_8
* Post-synth top area share: 0.3687
- Flop area: ~560 um2
- Fin crit share: 0.7846
- The slew check shows that the tightest pin keeps a relative margin of 0.5880.
* Global route overflow: 0
- Hold-fix buffers at CTS: 0
- Antenna violations before repair: 0
- Per the synth log, the flip-flop and latch total comes to 28.
- Dominant cell type by area after synthesis: dfxtp_1
- In this build the clock could be raised as far as ~0.34 GHz.
- Clock transition at the registers of the reported paths: 0.10 ns
- In this run, the synthesized area fraction spent on and/or/nand/nor cells is recorded as 0.2889.
* Highest-delay cell along the critical path: or3b_2
- According to the floorplan report, the total die area is 11030 um2.
- Gates resized during post-CTS repair numbered 0.
- Number of levels in the clock H-tree: 1
* Iteration-0 DRC count of the detailed router: approximately 94
- TritonCTS built the clock tree.
* Critical path startpoint category: flop
- Worst-path cell chain: inv_1, ha_1, or3b_2, or2_2, inv_1, clkdlybuf4s50_1
- Number of standard cells reported by yosys: 185
* Die Wd: approximately 110 um
- Worst Setup Slack, final: between 0.8 and 0.9 ns
- Die Y-Extent: ~110 um
- Post-synth EDFFs: 0
- In this run, the synthesized area fraction spent on adder and majority cells is recorded as 0.02469.
* Vias in the first global route: approximately 1300
- Min Tclk post-route: between 2 and 3 ns
- Num Clock Sinks: 28
- STA lists the maximum fanout along the critical path as 4.
- In this design, the critical path's most frequently occurring cell is inv_1.
- Buf+Inv Stages, Crit Path: 3
- Filler cells: about 750
* Drt via density: around 4.8
- At the worst endpoint, the arrival time is about 2.2 ns.
- Across all layers, the routed design uses approximately 1400 vias.
- GRT Resource Usage Total: 0.06043
- Post CTS Setup Buffer Count: 0
- Final hold analysis gives a worst-case slack of 0.4933 ns.
* Measured slew at the worst slew-check pin: approximately 0.6 ns
- Logged for this run, the post-placement worst setup slack is 0.9519 ns.
* Critical path's largest stage delay: 0.46 ns
- By area the synthesized netlist is led by dfxtp_1 37%, a21oi_1 6.3%, o21ai_0 5.9%.
- The first global-routing pass estimated about 5.9 mm of wire.
* Insertion delay at the late pin of the worst-skew pair: 0.27 ns
area by class of cell:
type	count	share of cell area
Inverter	8	0.01674
Multi-Input combinational cell	142	0.5021
Sequential cell	28	0.3124
Tap cell	96	0.06695
Timing Repair Buffer	13	0.07113
Clock buffer	4	0.03068
worst register-to-register path, delay by kind of cell (launching register included):
family | cells | cell delay (ns)
and+or+nand+nor | 3 | 1.46
AOI/OAI and AO/OA | 2 | 0.64
DFF | 1 | 0.37
Yosys cell counts, drive strengths merged, types with 2 or more instances:
| cell | count |
|---|---|
| and2 | 3 |
| and4 | 2 |
| dfxtp | 28 |
| nand4 | 3 |
| a31oi | 3 |
| nor4 | 2 |
| and3 | 3 |
| buf | 2 |
| a211oi | 3 |
| or4 | 10 |
| a31o | 2 |
| nand3 | 9 |
| nand2 | 11 |
| o211a | 2 |
| a21oi | 19 |
| nor3 | 6 |
| inv | 8 |
| or3 | 13 |
| o21ai | 18 |
| xnor2 | 2 |
| o311ai | 2 |
| clkbuf | 5 |
| nor2 | 4 |
| or2 | 2 |
| ha | 3 |
| o31ai | 7 |
metrics by stage:
stage / std cells / utilization / area, um2 / power [mW]
floorplan: 185 / - / 1520 / 0.3419
global placement: 287 / 0.2518 / 1739 / 0.3634
detailed placement: 287 / 0.2518 / 1739 / 0.3636
CTS: 291 / 0.2598 / 1794 / 0.5512
global route: 291 / 0.2598 / 1794 / 0.5732
finish: 291 / 0.2598 / 1794 / 0.5417
kinds of logic (layout without fill, tap and decap cells):
family,after synthesis,after routing
simple gates,74,74
compound gates,62,62
flops,28,28
buf+inv,15,25
fa+ha+maj,3,3
xor+xnor,2,2
mux,1,1
report_power, final:
part / internal, mW / total, mW / switching (mW)
registers: 0.300 / 0.306 / 0.00582
clock network: 0.0927 / 0.185 / 0.0920
logic: 0.0257 / 0.0514 / 0.0257
sequential cells by signal, summed over array words and instances (netlist names):
register	flops
downcounter	8
timer	20
final timing paths:
kind / start / endpoint / slack, ns / cells after the start
worst max-delay path: downcounter[0]$_SDFFE_PN0P_ / done / 0.82 / 6
worst min-delay path: timer[16]$_SDFFE_PP0P_ / timer[16]$_SDFFE_PP0P_ / 0.49 / 2
worst max register to register: timer[9]$_SDFFE_PP0P_ / timer[14]$_SDFFE_PP0P_ / 1.25 / 5
worst min register to register: timer[16]$_SDFFE_PP0P_ / timer[16]$_SDFFE_PP0P_ / 0.49 / 2
per-layer routing:
metal | global-route usage | up-vias | routed length (um)
li1 | - | 731 | -
met1 | 0.09043 | 639 | 1722
met2 | 0.09075 | 12 | 1547
met3 | 0.01180 | 2 | 97
met4 | 0.005882 | 0 | 19
met5 | 0 | - | 0
No activity file was given, so power comes from the tool's default toggle rates.
