==> flow/design.v <==
module pc (input clk, reset_n, branch, increment, input [7:0] newpc,
			output reg [7:0] pc);
parameter RESET_LOCATION = 8'h00;
always @( posedge clk ) begin 
	if(!reset_n) begin
		pc <= RESET_LOCATION;
	end
	if(branch) begin
		pc<= newpc;
	end 
	if(increment) begin
		pc <= pc + 8'h01;
	end
end
endmodule
==> flow/run.sh <==
#!/bin/bash
# OpenROAD 26Q1-2900-gdf79404cd8, Yosys 0.63+post, stock flow scripts
make -C /OpenROAD-flow-scripts/flow DESIGN_CONFIG=/design/flow/config.mk WORK_HOME=/design/flow/orfs finish
==> flow/config.mk <==
export PLATFORM = sky130hd
export DESIGN_NAME = pc
export DESIGN_NICKNAME = pc
export VERILOG_FILES = /design/flow/design.v
export SDC_FILE = /design/flow/constraint.sdc
export NUM_CORES = 4
export LEC_CHECK = 1
export CORE_AREA = 10 10 76 76
export DIE_AREA = 0 0 86 86
==> flow/constraint.sdc <==
current_design pc

set clk_period 1.6
set clk_io_pct 0.2

create_clock -name clk0 -period $clk_period [get_ports {clk}]

set non_clock_inputs [all_inputs -no_clocks]
set_input_delay [expr $clk_period * $clk_io_pct] -clock clk0 $non_clock_inputs
set_output_delay [expr $clk_period * $clk_io_pct] -clock clk0 [all_outputs]
==> flow_metrics.py <==
# Physical implementation metrics
metrics = {
    "outcome": {
        "status": "complete, no violations",
    },
    "floorplan": {
        "core_um2": 4115,
        "die_h_um": 86,
        "dieArea_um2": 7396,
        "fp_util_pct": 11.46,
        "die_w_um": 86,
        "io-pin-count": 20,
        "core.rowCount": 23,
    },
    "synth": {
        "yosysSeqAreaShare_pct": 50.93,
        "largest_area_cell": "edfxtp_1",
        "avgSynthCellArea_um2": 10.25,
        "synth_cells": 46,
        "top_cell_area_share_pct": 50.93,
        "synth_stat.cells": 46,
        "topCellsByArea": "edfxtp_1, nand2_1, nand3_1",
        "ys_area_um2": 471.7,
        "yosysUniqueCellTypes": 22,
        "ys.flops": 8,
        "yosys_warnings": 1,
        "synth_area_um2": 471.7,
    },
    "routing": {
        "drc": 0,
        "drt_wl_total_mm": 1.500,
        "first_pass_iters": 4,
        "viasPerCell": 3.734,
        "dr.first_iter.drc_count": 9,
        "antenna_cells": 0,
        "vias": 463,
        "antenna_left": 0,
        "wl_per_cell_um": 12.10,
    },
    "layout": {
        "nFillCells": 447,
        "largest_register": "pc",
        "largest_register_ffs": 8,
        "reg_top3": "pc x8",
        "syn_to_final_growth_pct": 71.88,
        "lay_top_cells": "clkdlybuf4s50_1, nand2_1, edfxtp_1, buf_4",
        "layout-drive-gt1-share_pct": 16.22,
        "final_common_cell": "clkdlybuf4s50_1",
        "logic_area_um2": 210.2,
        "flop_area_um2": 240.2,
    },
    "grt": {
        "grt_max_degree": 7,
        "grt_pass1_wl_mm": 2.401,
        "track_usage_pct": 3.966,
        "antenna_found_initial": 0,
        "first_global_vias": 495,
        "grt_overflow_total": 0,
    },
    "cts": {
        "postCtsSetupBuffers": 0,
        "cts_buffers": 3,
        "path_clk_slew_ns": 0.04,
        "cts.sinks": 8,
        "clk-insertion-delay-late_ns": 0.23,
        "cts.root.buffer_cell": "clkbuf_8",
        "tritoncts": "built",
        "htree_levels": 1,
        "cts_resized": 0,
        "clockBufferDepth": 2,
        "hold_buffers": 0,
    },
    "run": {
        "drv_cap": 0,
        "warning_count": 25,
    },
    "sta": {
        "fmax_mhz": 662.5,
        "fin_crit_sh_pct": 94.33,
        "rsz0062_at_grt": "no",
        "finClkSkew_ns": 0.0009365,
        "finalWorstSetupSlack_ns": 0.09068,
        "setup_viol": 0,
        "tightest_slew_ns": 0.2152,
        "hold_viol": 0,
        "finalMaxSlewViolations": 0,
        "setup_tns_ns": 0,
        "slew_headroom_pct": 85.66,
        "period_minus_slack_ns": 1.509,
    },
    "pwr": {
        "p_per_area_nw_per_um2": 880.7,
        "peakVddDrop_v": 0.0005095,
        "p_leak_nw": 0.3096,
    },
    "critical_path": {
        "cp.arrival_ns": 1.19,
        "required_ns": 1.28,
        "critPathKind": "flop to output pin",
        "endpoint_kind": "output pin",
        "critPathLaunchType": "flop",
        "critPathMaxFanout": 4,
    },
    "min_path": {
        "hold_class": "flop to flop",
    },
    "place": {
        "portBuffers": 19,
        "place.gp.congestion": 0.8227,
        "post-place-ws_ns": -0.08983,
        "hpwl_mm": 1.207,
    },
}
==> synth_stat cells <==
library cell  count
a211o_1           1
a21oi_1           2
a22o_1            1
and3_1            1
and4_1            1
and4b_1           1
buf_6             1
clkbuf_1          1
edfxtp_1          8
ha_1              1
inv_4             1
nand2_1          10
nand3_1           4
nand3b_1          1
nand4b_1          1
nor2_1            1
nor2b_1           1
o211ai_1          1
o21ai_0           4
or4_1             1
xnor2_1           1
xor2_1            2
==> final timing paths <==
kind              startpoint  slack [ns]  cells past startpoint    end
hold / removal         pc[5]        0.67                      2  pc[5]
setup reg to reg       pc[2]        0.23                      3  pc[6]
setup / recovery       pc[1]        0.09                      2  pc[1]
hold reg to reg        pc[5]        0.67                      2  pc[5]
==> worst max-delay path, cell delays in order, from the launching register on <==
cell,delay [ns]
edfxtp_1,0.39
buf_4,0.16
clkdlybuf4s50_1,0.41
==> metrics by stage <==
step | power [mW] | instance area (um2) | util [%] | hold slack [ns] | std cells
final | 0.7140 | 810.8 | 19.70 | 0.6701 | 124
after detailed placement | 0.4720 | 769.5 | 18.70 | 0.6527 | 121
after floorplan | 0.3470 | 471.7 | - | 0.5071 | 46
after global placement | 0.4694 | 769.5 | 18.70 | 0.6377 | 121
after CTS | 0.7225 | 810.8 | 19.70 | 0.6659 | 124
after global routing | 0.7553 | 810.8 | 19.70 | 0.7344 | 124
==> cell type report <==
class | count | share of cell area, %
clock buffers | 3 | 5.093
inverters | 1 | 0.7716
multi-input cells | 35 | 25.93
flip-flops and latches | 8 | 29.63
well taps | 50 | 7.716
repair buffers | 27 | 30.86
==> cells by family after synthesis <==
logic type / share of synthesized area (%)
AND-OR/OR-AND: 11.67
buffers and inverters: 4.509
adder cells (fa/ha/maj): 2.652
flip-flops: 50.93
XOR/XNOR: 5.571
AND/OR/NAND/NOR: 24.67
==> power by group <==
group / leakage, nW / switching, mW / internal, mW
Sequential: 0.0886 / 0.0287 / 0.268
Combinational: 0.199 / 0.0557 / 0.115
Clock: 0.0216 / 0.0834 / 0.163
==> metal layers <==
metal	track usage [%]	share of wire [%]	vias to the layer above
met4	0.2994	0	0
met1	4.916	44	217
li1	-	-	228
met3	1.525	6.2	0
met5	0	0	-
met2	6.626	49	18
No activity file was given, so power comes from the tool's default toggle rates.
